**/design/flow/config.mk**
```make
export PLATFORM = sky130hd
export DESIGN_NAME = memory_32x16
export DESIGN_NICKNAME = memory_32x16
export VERILOG_FILES = /design/flow/design.v
export SDC_FILE = /design/flow/constraint.sdc
export NUM_CORES = 4
export LEC_CHECK = 1
export CORE_UTILIZATION = 30
```
**/design/flow/constraint.sdc**
```tcl
current_design memory_32x16

set clk_period 4.0
set clk_io_pct 0.2

create_clock -name clk0 -period $clk_period [get_ports {clk}]

set non_clock_inputs [all_inputs -no_clocks]
set_input_delay [expr $clk_period * $clk_io_pct] -clock clk0 $non_clock_inputs
set_output_delay [expr $clk_period * $clk_io_pct] -clock clk0 [all_outputs]
```
**/design/flow/design.v**
```verilog
module memory_32x16(in_data, addr, clk, memrq, rw,
              out_data);
    input [15:0]in_data;
    input [11:0]addr;
    input clk, memrq, rw;
    output reg [15:0] out_data;
    reg [15:0] memory [0:31];
    reg r_state;
    always @(posedge clk) begin 
        if (memrq) 
            if(rw) 
                r_state = 1;
            else begin
                r_state = 0;
                memory[addr] = in_data;
            end
    end
    always @(*)
        if(memrq)
            if(rw) out_data = memory[addr];
endmodule
```
**/design/flow/run.sh**
```bash
#!/bin/bash
# OpenROAD 26Q1-2900-gdf79404cd8, Yosys 0.63+post, stock flow scripts
make -C /OpenROAD-flow-scripts/flow DESIGN_CONFIG=/design/flow/config.mk WORK_HOME=/design/flow/orfs finish
```
==> summary.txt <==
impl run done, here's what came out: FP Rows=94, Yosys top cell by area=edfxtp_1, WP data required=4.25 ns, top-level I/O count=about 47, FF/Latch Area=around 16000 µm², Critical Path AT=~2.7 ns, H-tree depth=2, Final min period=between 2 and 2.5 ns, post_cts resized=0, RD Place Congestion=0.8921, Cell variety after synth=22, top cells by area=edfxtp_1 77%, mux2i_1 13%, o22ai_1 4.0%, RSZ-0062 raised after global routing=no, register pins left without a clock=16, top fanout value on the critical path=20, crit end category=flip-flop, Chip Area, Yosys=around 20000 µm², PnR Total Power=10.76 mW, drt first pass iters=4, DRC=0, Max Slew Vio Count=0, Root Buffer=clkbuf_16, Slew @ Worst Pin=0.9350 ns, Mapped Area=19960 µm², number of unconstrained endpoints=32, Max Cap Viol=0, Placement Setup Slack=~0.96 ns, Gate Area=4021 µm², die width=259.9 µm, ys cells=1090, routed vias=10090, setup TNS=0 ns, Pre-Place Util=0.3036, Synth top area share=0.7703, Slew headroom=0.3734, worst-case clock buffer depth=3, Peak VDD IR=between 0.3 and 0.4 mV, via/cell ratio=4.842, WHS=roughly 1.1 ns, Yosys reg bits=528, Hold WC Path Type=in2reg, Die Ht=259.9 µm, setup ws final=1.533 ns, Leakage=7.850 nW, Syn Inst Count=1090, chip area=67570 µm², Tool Warnings=32, remaining antenna violation count=0, fmax=405.4 MHz, initial antenna violation count=2, first-pass GRT wire length=67130 µm, Startpoint Class=input pin, setup bufs post-CTS=0, GRT Resource Usage Total=0.1448, dpl cell area=21630 µm², # fillers=5965, Final Hold Fails=0, Util after Layout=0.3510, Crit Path Category=in2reg, number of hold buffers added after CTS=0, # diodes=0, crit share post-route=0.6167, CTS tree=built, status=completed, # setup viols final=0, vias in the first global route=10430, IO buf count=39, largest net degree at the start of global routing=50, layout cells sized above 1=0.1165, Finished Layout Cells=2083, P per Cell Area=between 400 and 500 nW/µm², final wirelength=45290 µm, fin area=around 23000 µm², placed cells=1996, yosys warning tally=1, Clock Pin Slew Worst Setup and Hold Paths=0.06 ns, Iteration-0 DRC Markers=628, dpl hpwl=28090 µm, average wire per standard cell=21.74 µm, Syn Area/Cell=18.31 µm², synth-to-layout area growth=15.61%, CTS Buf Count=about 50, GRT overflow=0, Core Area=65750 µm²
final timing paths:
kind	startpoint	to	slack (ns)	cells past startpoint
min	in_data[15]	memory[8][15]$_DFFE_PP_	1.10	2
max	addr[0]	memory[27][13]$_DFFE_PP_	1.53	4
registers in the layout, indices dropped and copies added (netlist names):
signal	count
memory	512
out_data	16
kinds of logic after synthesis:
family | Yosys count | share of synthesized area
compound gates | 128 | 0.04012
buf+inv | 66 | 0.01724
flops | 512 | 0.7703
latches | 16 | 0.01204
mux | 256 | 0.1284
simple gates | 112 | 0.03197
worst max-delay path, stage by stage:
cell	delay, ns
clkdlybuf4s50_1	0.83
nand4b_1	0.53
nor3_2	0.25
buf_4	0.29
cells in the final DEF, fill, tap and decap left out:
cell / instances
edfxtp_1: 512
mux2i_1: 256
o22ai_1: 128
buf_4: 69
clkbuf_16: 49
clkdlybuf4s50_1: 38
nor4_1: 32
nor2_1: 30
nand2_1: 20
dlxtn_1: 16
clkinv_1: 14
clkinv_2: 12
clkbuf_1: 8
nand4bb_1: 6
nand4b_1: 5
or4b_1: 4
nor3_2: 4
or3b_2: 3
or3_1: 2
nand3b_1: 2
bufinv_16: 2
nand4_1: 1
or4_1: 1
nand2b_1: 1
nand3_1: 1
clkinvlp_4: 1
inv_6: 1
buf_8: 1
Yosys cell counts:
| master | count |
|---|---|
| or3b_2 | 3 |
| buf_6 | 5 |
| mux2i_1 | 256 |
| or3_1 | 2 |
| nor4_1 | 32 |
| or4_1 | 1 |
| nand2b_1 | 1 |
| dlxtn_1 | 16 |
| clkbuf_1 | 14 |
| clkbuf_2 | 1 |
| o22ai_1 | 128 |
| nand3b_1 | 2 |
| buf_2 | 46 |
| edfxtp_1 | 512 |
| nand4b_1 | 5 |
| nor3_1 | 4 |
| or4b_1 | 4 |
| nand4_1 | 1 |
| nor2_1 | 30 |
| nand4bb_1 | 6 |
| nand3_1 | 1 |
| nand2_1 | 20 |
power by group:
| part | internal, mW | switching, mW |
|---|---|---|
| logic | 0.197 | 0.341 |
| registers | 5.97 | 0.0148 |
| clock network | 2.36 | 1.88 |
| total | 8.53 | 2.23 |
per-layer routing:
metal	part of all wire	track usage
met1	0.37	0.1793
met2	0.49	0.2281
met3	0.11	0.07570
met4	0.026	0.03219
met5	0.0066	0.02920
layout make-up:
| cell class | count | share of cell area |
|---|---|---|
| multi-input combinational | 496 | 0.1743 |
| sequential | 528 | 0.6767 |
| clock buffer | 57 | 0.05444 |
| clock inverter | 30 | 0.008187 |
| timing repair buffer | 108 | 0.03958 |
| tap | 864 | 0.04685 |
Power is estimated from default activity; no workload was simulated.
