==> run.sh <==
#!/bin/bash
# OpenROAD 26Q1-2900-gdf79404cd8, Yosys 0.63+post, stock flow scripts
make -C /OpenROAD-flow-scripts/flow DESIGN_CONFIG=/design/flow/config.mk WORK_HOME=/design/flow/orfs finish
==> config.mk <==
export PLATFORM = sky130hd
export DESIGN_NAME = mux_2to1
export DESIGN_NICKNAME = mux_2to1
export VERILOG_FILES = /design/flow/design.v
export SDC_FILE = /design/flow/constraint.sdc
export NUM_CORES = 4
export LEC_CHECK = 1
export CORE_AREA = 10 10 70 70
export DIE_AREA = 0 0 80 80
==> constraint.sdc <==
current_design mux_2to1

set clk_period 1.0
set clk_io_pct 0.2

create_clock -name clk0 -period $clk_period

set non_clock_inputs [all_inputs -no_clocks]
set_input_delay [expr $clk_period * $clk_io_pct] -clock clk0 $non_clock_inputs
set_output_delay [expr $clk_period * $clk_io_pct] -clock clk0 [all_outputs]
==> design.v <==
module mux_2to1(i0, i1, sel, out);
    parameter WORD = 16;
    input [WORD-1:0]i0, i1;
    input sel;
    output reg [WORD-1:0] out;
    always @(*)
        case (sel)
            1'b0: out    <= i0;
            1'b1: out    <= i1;
            default: out <= 16'bzzzz_zzzz_zzzz_zzzz;
        endcase
endmodule
==> impl_metrics.ini <==
; synthesis and place-and-route metrics
[outcome]
status = finished, violations left
violations = setup timing

[setup_path]
cpMaxStageDelayCell = mux2_4
endpoint_kind = primary output
cp_max_fo = 8
cp.required_ps = 800
crit_chain = buf_12 > buf_12 > mux2_4 > buf_6
cpPeakStageDelay_ps = 300
start_kind = input pin
arrival_ps = 860
cpMostUsedCell = buf_12
criticalPathCategory = in2out

[final_timing]
hold_ws_ps = 794
max_freq_mhz = 947
setup_viol = 16
slew_viol_final = 0
layout_setup_ws_ps = -56.4
hold_viol_final = 0
relSlewSlack_pct = 95.3
rsz0062_at_grt = true
fin_crit_sh_pct = 106
fin_tns_setup_ps = -817
min_period_ps = 1060
worst_pin_slew_ps = 71.0

[detailed_routing]
ant_nets = 0
dr.first_iter.drc_count = 2
dr.pass1.iters = 2
vias_per_cell = 3.18
diodes = 0
via_count = 359
wl_mm = 1.41
route.detailed.drc = 0
avgRoutedWirePerCell_um = 12.4

[logic_synthesis]
ys_seq_share_pct = 0
syn_area_um2 = 249
postSynthAreaPerCell_um2 = 13.8
top_cell_area_share_pct = 60.3
area_leaders = mux2_4 (60%), mux2_2 (27%), buf_12 (8.0%)
synth.cellmix.simpleShare_pct = 0
mux_share_pct = 87.4
adder_share_pct = 0
synthMostInstantiatedCell = mux2_4
ys_area_um2 = 249
xor_share_pct = 0
synthCells = 18
ys_types = 4
ys_cells = 18
ys_warn_count = 2
logic_family = multiplexers
ys_sh_aoi_pct = 0
top_cells_by_count = mux2_4 (10), mux2_2 (6), buf_12 (1), buf_6 (1)
top_area_cell = mux2_4

[power_and_ir_drop]
power.leakage_uw = 0.000417
p_int_uw = 234
p_sw_uw = 67.4
peakVddDrop_mv = 0.151
seqPwrFrac_pct = 0
pwr-share-comb_pct = 100.0
swShare_pct = 22.4
clockPowerShare_pct = 0
powerDensity_nw_per_um2 = 379

[grt]
grt_usage_pct = 4.20
grt_pass1_wl_mm = 2.19
grt_pass1_vias = 430
antenna_found_initial = 0
grt_overflow = 0
grt_start_max_net_pins = 9

[place]
routabilityCongestion = 0.815
post-place-ws_ps = -853
place_hpwl_mm = 1.22
portBuffers = 49

[die]
fp_util_pct = 7.29
chip_area_um2 = 6400
core_um2 = 3420
die_y_um = 80
fp-row-count = 21
ios = 49
die_w_um = 80

[min_path]
worstHoldPathType = in2out

[final_layout]
layout-drive-gt1-share_pct = 52.2
n_sequential_cell = 0
regArea_um2 = 0
fin_util_pct = 23.3
clkbuf_count = 0
syn_to_final_growth_pct = 219

[run]
cap_violations = 0
warnings = 34

[clocking]
cts_setup_buffers = 0
-- routing by layer --
metal | wire length, um | vias to the layer above | GRT usage, %
met5 | 0 | - | 0
met4 | 0 | 0 | 0
met3 | 329 | 0 | 3.30
met2 | 337 | 49 | 4.49
met1 | 738 | 143 | 6.39
li1 | - | 167 | -
-- layout by cell type (no fill, tap or decap) --
master,n
buf_12,2
mux2_4,16
buf_16,1
buf_2,5
dlygate4sd2_1,32
buf_6,11
-- through the flow --
| stage | total power (uW) | cell area (um2) | std cells |
|---|---|---|---|
| finish | 301 | 795 | 113 |
| global route | 326 | 795 | 113 |
| CTS | 286 | 763 | 113 |
| detailed placement | 319 | 786 | 112 |
| global placement | 319 | 786 | 112 |
| floorplan | 89.3 | 249 | 18 |
-- kinds of logic after synthesis --
| logic type | after synthesis |
|---|---|
| buffers and inverters | 2 |
| multiplexers | 16 |
-- area by class of cell --
type | count | area, um2
fill | 374 | 2620
timing repair buffer | 51 | 497
tap | 46 | 57.6
multi-input combinational | 16 | 240
-- power groups by stage --
stage     clock network, uW  registers (uW)  logic, uW
6_report                  0               0        301
5_1_grt                   0               0        326
4_1_cts                   0               0        286
-- worst max-delay path, delay by kind of cell --
| family | cells | cell delay (ps) |
|---|---|---|
| muxes | 1 | 300 |
| buffers and inverters | 3 | 360 |
-- what timing repair did --
action,4_1_cts,5_1_grt
endpoints found under the setup margin,16,16
gates resized,102,5
hold buffers,0,0
cloned,1,0
-- path summary, 6_finish.rpt --
check | from | endpoint | slack (ps) | cells past startpoint
worst max-delay path | sel | out[14] | -60 | 4
worst min-delay path | i0[5] | out[5] | 790 | 3
Power is estimated from default activity; no workload was simulated.
