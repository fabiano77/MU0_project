**flow/design.v**
```verilog
module IR(in_instruction, ir_ce, clk,
          out_opcode, out_address);
    input [15:0]in_instruction;
    input ir_ce, clk;
    output reg [3:0] out_opcode;
    output reg [11:0] out_address;
    always @(posedge clk)
    if (ir_ce)
        begin
            out_opcode  <= in_instruction[15:12];
            out_address <= in_instruction[11:0];
        end
endmodule
```
**flow/run.sh**
```bash
#!/bin/bash
# OpenROAD 26Q1-2900-gdf79404cd8, Yosys 0.63+post, stock flow scripts
make -C /OpenROAD-flow-scripts/flow DESIGN_CONFIG=/design/flow/config.mk WORK_HOME=/design/flow/orfs finish
```
**flow/config.mk**
```make
export PLATFORM = sky130hd
export DESIGN_NAME = IR
export DESIGN_NICKNAME = IR
export VERILOG_FILES = /design/flow/design.v
export SDC_FILE = /design/flow/constraint.sdc
export NUM_CORES = 4
export LEC_CHECK = 1
export CORE_AREA = 10 10 71 71
export DIE_AREA = 0 0 81 81
```
**flow/constraint.sdc**
```tcl
current_design IR

set clk_period 1.0
set clk_io_pct 0.2

create_clock -name clk0 -period $clk_period [get_ports {clk}]

set non_clock_inputs [all_inputs -no_clocks]
set_input_delay [expr $clk_period * $clk_io_pct] -clock clk0 $non_clock_inputs
set_output_delay [expr $clk_period * $clk_io_pct] -clock clk0 [all_outputs]
```
==> out/metrics.cfg <==
[outcome]
outcome=finished clean

[timing]
setup_violations=0
fmax_mhz=1070
slew_headroom_pct=90.3
min_period_ps=935
setup_tns_ps=0
hold_violations=0
hold_slack_ps=509
period_used_pct=93.5
tightest_slew_ps=144
rsz0062_at_grt=false
slew_viol_final=0

[setup_path]
cp.arrival_ps=890
path_buffers=2
cp_top_family=buffers and inverters
cp-start-kind=input port
path_cells=clkdlybuf4s50_1, buf_12
slowest_delay_ps=530
crit_path_end_kind=flip-flop
worstPathRequired_ps=960
cp_max_fo=14
critPathKind=in2reg
critPathSlowestCell=clkdlybuf4s50_1

[final_layout]
syn_to_final_growth_pct=79.7
drive_gt1_share_pct=38.2
comb.multi_input.count=0
logic_area_um2=0
fin_cells=103

[route]
drtIter0Drc=7
antenna-diode-count=0
ant_nets=0
first_pass_iters=2
drc=0
vias=290
vias_per_cell=2.82
wire_per_inst_um=12.0
drt_wl_total_mm=1.23

[pwr]
leakage_nw=0.324
powerDensity_nw_per_um2=1630
p_total_mw=1.41
ir_worst_vdd_uv=668

[clocking]
path_clk_slew_ps=60
cts_buffers=3
cts.path.max_buffers=2
postCtsSetupBuffers=0
cts_root_buf=clkbuf_8
cts_num_sinks=16
cts_tree=built
cts_max_level=1

[floorplanning]
dieHeight_um=81
fp_util_pct=13.2
dieArea_um2=6560
rows=22
ios=34
coreArea_um2=3630
dieWidth_um=81

[grt]
grt_pass1_wl_mm=1.77
grt_max_degree=15
gr-total-overflow=0
grtUsageTotal_pct=3.60
grt_pass1_vias=346
antenna_found_initial=0

[synth]
ys.flops=16
syn-mean-instance-area_um2=30.0
yosys_warnings=1
netlist_area_um2=480
yosys_area_um2=480
synth.distinct_cells=1
yosys.stat.seqShare_pct=100
ys_cells=16
netlist_instances=16

[placement]
portBuffers=33
dp.cells=99
gp_congestion=0.690
hpwl_mm=1.01

[job]
warning_count=25
drv_cap=0

[worst_hold_path]
worst_hold_path_type=in2reg

[cell usage in the layout (no fill, tap or decap)]
cell             synthesis  routed
buf_2                    0      12
clkinv_1                 0       1
edfxtp_1                16      16
clkbuf_8                 0       3
buf_12                   0       1
buf_4                    0       1
clkbuf_2                 0       4
clkdlybuf4s50_1          0      17
[metrics by stage]
| step | cell area, um2 | setup slack (ps) | util [%] |
|---|---|---|---|
| after global routing | 863 | 2.50 | 23.8 |
| after CTS | 883 | 0.279 | 24.3 |
| after global placement | 898 | -188 | 24.7 |
| final | 863 | 64.7 | 23.8 |
| after detailed placement | 898 | -205 | 24.7 |
| after floorplan | 480 | 501 | - |
[kinds of logic after synthesis]
logic type	synth area share [%]
DFF	100
[power by group]
group	leakage, nW	internal [mW]	total [mW]	switching (mW)
Combinational	0.145	0.0980	0.128	0.0302
Clock	0.0231	0.271	0.475	0.204
Sequential	0.157	0.797	0.807	0.0106
Total	0.324	1.17	1.41	0.245
[synth_stat cells (all sizes together)]
| library cell | count | area share (%) |
|---|---|---|
| edfxtp | 16 | 100 |
[routing by layer]
| layer | routed length (um) | global-route usage (%) | up-vias | part of all wire, % |
|---|---|---|---|---|
| met1 | 505 | 3.97 | 129 | 41 |
| li1 | - | - | 141 | - |
| met5 | 0 | 0 | - | 0 |
| met2 | 611 | 6.05 | 18 | 50 |
| met3 | 109 | 2.23 | 2 | 8.9 |
| met4 | 4 | 0.346 | 0 | 0.32 |
[sequential cells by signal, indices dropped and copies added, names as in the netlist]
register / flops
out_opcode: 4
out_address: 12
[area by class of cell]
type | instances | area [um2]
tap | 48 | 60.1
sequential | 16 | 480
fill | 392 | 2770
clock buffer | 3 | 41.3
clock inverter | 1 | 3.75
timing repair buffer | 35 | 278
[path summary, 6_finish.rpt]
check                         to  cells after the start               from  slack, ps
setup / recovery   out_opcode[3]                      2              ir_ce         60
hold / removal    out_address[6]                      1  in_instruction[6]        510
[timing repair]
action | CTS | global route
resized | 44 | 4
endpoints found under the setup margin | 16 | 4
hold buffers | 0 | 0
Power is estimated from default activity; no workload was simulated.
